==> flow/design.v <==
module RegFile(clk, rst, src1, src2, dst, dst_data, src1_data, src2_data, wrt_en);
	parameter BIT_WIDTH = 32;
	input clk, rst;
	input [3:0] src1, src2, dst;
	input [BIT_WIDTH - 1 : 0] dst_data;
	input	wrt_en;
	output [BIT_WIDTH - 1 : 0] src1_data, src2_data;
	reg [BIT_WIDTH - 1 : 0]	file [0:15];
	assign src1_data = file[src1];
	assign src2_data = file[src2];
	integer i;
	initial begin
		for (i = 0; i < 16; i = i + 1) begin
				file[i] <= 0;
		end
	end
	always @ (posedge clk or posedge rst) begin
		if (rst) begin
			for (i = 0; i < 16; i = i + 1) begin
				file[i] <= 0;
			end
		end else if (wrt_en == 1'b1) begin
			file[dst] <= dst_data;
		end
	end
endmodule
==> flow/run.sh <==
#!/bin/bash
# OpenROAD 26Q1-2900-gdf79404cd8, Yosys 0.63+post, stock flow scripts
make -C /OpenROAD-flow-scripts/flow DESIGN_CONFIG=/design/flow/config.mk WORK_HOME=/design/flow/orfs finish
==> flow/config.mk <==
export PLATFORM = sky130hd
export DESIGN_NAME = RegFile
export DESIGN_NICKNAME = RegFile
export VERILOG_FILES = /design/flow/design.v
export SDC_FILE = /design/flow/constraint.sdc
export NUM_CORES = 4
export LEC_CHECK = 1
export CORE_UTILIZATION = 30
==> flow/constraint.sdc <==
current_design RegFile

set clk_period 6.7
set clk_io_pct 0.2

create_clock -name clk0 -period $clk_period [get_ports {clk}]

set non_clock_inputs [all_inputs -no_clocks]
set_input_delay [expr $clk_period * $clk_io_pct] -clock clk0 $non_clock_inputs
set_output_delay [expr $clk_period * $clk_io_pct] -clock clk0 [all_outputs]
==> Slide: Implementation Results <==
Implementation Results

Power
  • Leakage power: about 13 nW
  • Comb power frac: between 20% and 30%
  • Clock power share: between 30 and 40%
  • Sw power: around 0.0029 W
  • Sw frac: between 30% and 40%
  • P_int: ~0.0067 W
  • PD cells: about 300 nW/µm²
  • Tot Pwr: a little under 0.01 W
  • Seq pwr share: a little under half
  • Maximum vdd drop: between 200 and 250 µV

Logic synthesis
  • Unique cell types: approximately 60
  • Synth Seq Share: a little under half
  • Post-synth area from yosys stat: around 28000 µm²
  • Number of enable flip-flop cells: 0
  • Ranking of synthesized cells by area: dfrtp_1 46%, mux2_2 20%, mux2_1 4.5%
  • Post-synth top area cell: dfrtp_1
  • Syn_area_per_cell: 11.7 µm²
  • Cell area after synthesis: about 28000 µm²
  • Fraction of registers with async set/reset: roughly 100%
  • Flops out of synthesis: 512
  • Yosys Warn Count: 2
  • Post-Synthesis Cells: between 2000 and 2500
  • Yosys Instances: 2363
  • Post-synth top area share: approximately 46%
  • Primary FF master, synth: dfrtp_1

Timing
  • Slew Viols, Final: 0
  • Relative slew margins: around 36%
  • Max Clock Freq: 173 MHz
  • Hold Fails Final Rpt: 0
  • Setup violators final: 0
  • Hold WS: approximately 0.5 ns
  • Final period util: a little under nine tenths
  • Min Tclk post-route: between 5 and 6 ns
  • Final setup margin: approximately 0.93 ns
  • Tightest Pin Transition: a little under 1 ns
  • Clk_skew: 0 ns
  • Unrepaired setup endpoints after global routing: false

Layout
  • Max reg flops: 512
  • Finished Cell Area: around 32000 µm²
  • Fillers: around 8700
  • Layout cells sized above 1: a little under a third
  • Reg area: approximately 13000 µm²
  • MI comb area: 13800 µm²
  • Largest regs: file: 512 flops
  • Area grow syn2layout: 15.7%
  • Largest Register: file
  • Fin cells: roughly 3600

Critical path
  • Startpoint types: primary input
  • Worst Path Required: around 5.4 ns
  • CP Cell Sequence: buf_4, nor2b_4, buf_4, a22oi_1, o2bb2ai_1, a21oi_1, a21oi_1, clkdlybuf4s50_1
  • Max stage delay on crit path: 0.74 ns
  • WP buf/inv: 3
  • CP delay by family, top: buffers and inverters
  • Worst path arrival time: 4.43 ns
  • CP Capture Type: primary output
  • Peak fanout along the critical path: 20
  • Slowest stage cell, crit path: nor2b_4
  • WS Path Type: primary input to primary output

Floorplanning
  • CORE AREA: 90600 µm²
  • Site row count: around 110
  • Init Core Util: between 30 and 40%
  • Die footprint: between 90000 and 100000 µm²
  • Die height: roughly 310 µm
  • IO Count: between 100 and 150
  • Chip width: about 300 µm

Global routing
  • Largest net degree at the start of global routing: roughly 140
  • Remaining Overflow, GRT: 0
  • Number of global-route vias before repair: roughly 23000
  • Antenna violations before repair: 7
  • Gr usage total: roughly 25%
  • Global-route wire length before repair: ~160000 µm

Detailed routing
  • Detailed Route Iter0 Violations: 2041
  • Drt via density: between 6 and 7
  • 1st-pass router iterations: 8
  • Final wirelength: between 100000 and 150000 µm
  • Vias after detailed routing: roughly 23000
  • Final ANT Viol Nets: 0
  • DRC viols: 0
  • Routed length per instance: approximately 31 µm

Place
  • Placed cell count: roughly 3500
  • IO Port Bufs: approximately 110
  • Dpl ws: ~1.0 ns
  • HPWL after DPL: approximately 70000 µm
  • Cell Area, Placed: 30200 µm²
  • GPL Wtd Cong: roughly 1

Clocking
  • TritonCTS Buffers: 56
  • CTS tree: built
  • H-Tree Depth: 2
  • Worst skew pair latency: 0.66 ns
  • Cts repair resizes: 0
  • Worst-path clk slew: 0.06 ns
  • Clk sinks: 512
  • Root Buffer: clkbuf_16
  • Maximum root-to-sink buffer count: 3
  • Postcts setup bufs: 0
  • CTS Hold Bufs: 0

Job
  • Tool warnings: 35
  • Max Cap Violations: 0

Status
  • Status: complete, no violations

Hold path
  • Hold WC Path Type: flop to flop
==> stage by stage <==
step | util (%) | setup TNS [ns]
finish | 35.3 | 0
global route | 35.3 | 0
CTS | 35.3 | 0
detailed placement | 33.3 | 0
global placement | 33.3 | 0
floorplan | - | -815.27
==> kinds of logic (layout without fill, tap and decap cells) <==
kind of cell,after synthesis,count (layout),share of synthesized area [%]
AND-OR/OR-AND,652,652,18.2
multiplexers,637,637,25.8
buffers and inverters,255,339,4.33
other,0,4,0
AND/OR/NAND/NOR,307,307,5.35
flip-flops,512,512,46.4
==> cell usage after synthesis (45+ instances only) <==
| library cell | number |
|---|---|
| o21ai_0 | 51 |
| a22o_1 | 113 |
| mux2_2 | 479 |
| a21oi_1 | 62 |
| dfrtp_1 | 512 |
| a22oi_1 | 151 |
| clkbuf_1 | 96 |
| nor2_1 | 60 |
| mux2_1 | 110 |
| o2bb2ai_1 | 45 |
| nand2_1 | 116 |
| mux2i_1 | 47 |
| buf_2 | 126 |
==> layout by cell type, fill, tap and decap left out, types with 11 or more instances in the layout <==
cell               n
dfrtp_1          512
mux2_2           479
a22oi_1          151
nand2_1          113
a22o_1           113
mux2_1           110
buf_4            110
clkdlybuf4s50_1  102
a21oi_1           62
clkbuf_16         56
nor2_1            51
o21ai_0           51
mux2i_1           47
o2bb2ai_1         45
nand3_1           33
nor2b_1           33
o22ai_1           33
a221oi_1          26
a2bb2oi_1         24
clkbuf_1          23
o22a_1            21
a222oi_1          20
a32oi_1           18
o221ai_1          17
o32a_1            14
a31o_2            14
nor2_4            11
a31oi_1           11
clkbuf_8          11
==> power groups by stage <==
stage / clock, W / combinational, W / sequential, W
4_1_cts: 0.00311 / 0.00207 / 0.00444
5_1_grt: 0.00323 / 0.00224 / 0.00455
6_report: 0.00308 / 0.00209 / 0.00446
==> path summary, 6_finish.rpt <==
check	start	to	slack (ns)	cells after the start
worst max-delay path	src1[0]	src1_data[24]	0.93	8
worst min-delay path	file[2][12]	file[2][12]	0.51	1
worst max register to register	file[8][29]	file[8][29]	5.82	1
worst min register to register	file[2][12]	file[2][12]	0.51	1
max in group asynchronous	rst	file[9][17]	4.11	4
min in group asynchronous	rst	file[12][7]	1.21	3
==> cell type report <==
| class | count | share of cell area, % |
|---|---|---|
| Clock buffer | 90 | 5.13 |
| Antenna cell | 4 | 0.0313 |
| Multi-Input combinational cell | 1596 | 43.2 |
| Timing Repair Buffer | 224 | 6.34 |
| Tap cell | 1176 | 4.60 |
| Inverter | 10 | 0.129 |
| Clock inverter | 15 | 0.497 |
| Sequential cell | 512 | 40.1 |
==> per-layer routing <==
| layer | GRT usage [%] | share of wire (%) |
|---|---|---|
| met5 | 0.568 | 0.083 |
| met2 | 35.5 | 43 |
| met3 | 11.4 | 14 |
| met4 | 11.4 | 6.0 |
| met1 | 32.0 | 37 |
Power and IR drop assume default switching activity.
