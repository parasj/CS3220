`flow/design.v`:
```
module Controller(in, src_index1, src_index2, dst_index, imm, alu_op, alu_mux, dstdata_mux, reg_wrt_en, mem_wrt_en, nextpc_mux, cmd_flag, fn_exe_in, fn_exe_out, jump_sel);
	parameter INST_BIT_WIDTH = 32;
	input [INST_BIT_WIDTH - 1 : 0] in;
	input cmd_flag;
	output[3:0] src_index1, src_index2, dst_index;
	output alu_mux, dstdata_mux;
	output[1:0] nextpc_mux;
	output reg_wrt_en, mem_wrt_en;
	output [4:0] alu_op;
	output[15:0] imm;
	input[3:0] fn_exe_in;
	output[3:0] fn_exe_out;
	output jump_sel;
	wire [3:0] op;
	wire [3:0] fn;
	wire [8:0] x;
	wire [8:0] out;
	assign fn = in[31:28];
	assign src_index1 = (fn == 4'b0010) ? in[23:20] : in[19:16];
	assign src_index2 = (fn == 4'b0010) ? in[19:16] : (fn == 4'b0011) ? in [23:20] : in[15:12];
	assign dst_index = in[23:20];
	assign imm = in[15:0];
	assign x = {in[INST_BIT_WIDTH - 1 : 24]};
	assign alu_op = out[8:4];
	assign alu_mux = out[3];
	assign dstdata_mux = out[2];
	assign reg_wrt_en = out[1];
	assign mem_wrt_en = out[0];
	assign fn_exe_out = fn;
	assign jump_sel = (fn_exe_in == 4'b0110) ? 1 : 0;
	assign nextpc_mux =	(fn_exe_in == 4'b0110) ? 2 :
						(cmd_flag == 1 & fn_exe_in == 4'b0010) ? 1 : 0;
	assign out =	(x == 8'b11000111) ? 9'b000010010 :
					(x == 8'b11000110) ? 9'b000100010 :
					(x == 8'b11000000) ? 9'b000110010 :
					(x == 8'b11000001) ? 9'b001000010 :
					(x == 8'b11000010) ? 9'b001010010 :
					(x == 8'b11001000) ? 9'b001100010 :
					(x == 8'b11001001) ? 9'b001110010 :
					(x == 8'b11001010) ? 9'b010000010 :
					(x == 8'b01000111) ? 9'b000011010 :
					(x == 8'b01000110) ? 9'b000101010 :
					(x == 8'b01000000) ? 9'b000111010 :
					(x == 8'b01000001) ? 9'b001001010 :
					(x == 8'b01000010) ? 9'b001011010 :
					(x == 8'b01001000) ? 9'b001101010 :
					(x == 8'b01001001) ? 9'b001111010 :
					(x == 8'b01001010) ? 9'b010001010 :
					(x == 8'b01001111) ? 9'b010011010 :
					(x == 8'b01110000) ? 9'b000011110 :
					(x == 8'b00110000) ? 9'b000011001 :
					(x == 8'b11010011) ? 9'b010100010 :
					(x == 8'b11010110) ? 9'b010110010 :
					(x == 8'b11011001) ? 9'b011000010 :
					(x == 8'b11011100) ? 9'b011010010 :
					(x == 8'b11010000) ? 9'b011100010 :
					(x == 8'b11010101) ? 9'b011110010 :
					(x == 8'b11011010) ? 9'b100000010 :
					(x == 8'b11011111) ? 9'b100010010 :
					(x == 8'b01010011) ? 9'b010101010 :
					(x == 8'b01010110) ? 9'b010111010 :
					(x == 8'b01011001) ? 9'b011001010 :
					(x == 8'b01011100) ? 9'b011011010 :
					(x == 8'b01010000) ? 9'b011101010 :
					(x == 8'b01010101) ? 9'b011111010 :
					(x == 8'b01011010) ? 9'b100001010 :
					(x == 8'b01011111) ? 9'b100011010 :
					(x == 8'b00100011) ? 9'b010100000 :
					(x == 8'b00100110) ? 9'b010110000 :
					(x == 8'b00101001) ? 9'b011000000 :
					(x == 8'b00101100) ? 9'b011010000 :
					(x == 8'b00100010) ? 9'b100100000 :
					(x == 8'b00101101) ? 9'b100110000 :
					(x == 8'b00101000) ? 9'b101000000 :
					(x == 8'b00100000) ? 9'b011100000 :
					(x == 8'b00100101) ? 9'b011110000 :
					(x == 8'b00101010) ? 9'b100000000 :
					(x == 8'b00101011) ? 9'b100010000 :
					(x == 8'b00100001) ? 9'b101010000 :
					(x == 8'b00101110) ? 9'b101100000 :
					(x == 8'b00101111) ? 9'b101110000 :
					(x == 8'b01100000) ? 9'b000011010 :
					(x == 8'b11000111) ? 9'b000010010 :
					(x == 8'b11000110) ? 9'b000100010 :
					(x == 8'b11000000) ? 9'b000110010 :
					(x == 8'b11000001) ? 9'b001000010 :
					(x == 8'b11000010) ? 9'b001010010 :
					(x == 8'b11001000) ? 9'b001100010 :
					(x == 8'b11001001) ? 9'b001110010 :
					(x == 8'b11001010) ? 9'b010000010 :
					(x == 8'b01000111) ? 9'b000011010 :
					(x == 8'b01000110) ? 9'b000101010 :
					(x == 8'b01000000) ? 9'b000111010 :
					(x == 8'b01000001) ? 9'b001001010 :
					(x == 8'b01000010) ? 9'b001011010 :
					(x == 8'b01001000) ? 9'b001101010 :
					(x == 8'b01001001) ? 9'b001111010 :
					(x == 8'b01001010) ? 9'b010001010 :
					(x == 8'b01001111) ? 9'b010011010 :
					(x == 8'b01110000) ? 9'b000011110 :
					(x == 8'b00110000) ? 9'b000011001 :
					(x == 8'b11010011) ? 9'b010100010 :
					(x == 8'b11010110) ? 9'b010110010 :
					(x == 8'b11011001) ? 9'b011000010 :
					(x == 8'b11011100) ? 9'b011010010 :
					(x == 8'b11010000) ? 9'b011100010 :
					(x == 8'b11010101) ? 9'b011110010 :
					(x == 8'b11011010) ? 9'b100000010 :
					(x == 8'b11011111) ? 9'b100010010 :
					(x == 8'b01010011) ? 9'b010101010 :
					(x == 8'b01010110) ? 9'b010111010 :
					(x == 8'b01011001) ? 9'b011001010 :
					(x == 8'b01011100) ? 9'b011011010 :
					(x == 8'b01010000) ? 9'b011101010 :
					(x == 8'b01010101) ? 9'b011111010 :
					(x == 8'b01011010) ? 9'b100001010 :
					(x == 8'b01011111) ? 9'b100011010 :
					(x == 8'b00100011) ? 9'b010100000 :
					(x == 8'b00100110) ? 9'b010110000 :
					(x == 8'b00101001) ? 9'b011000000 :
					(x == 8'b00101100) ? 9'b011010000 :
					(x == 8'b00100010) ? 9'b100100000 :
					(x == 8'b00101101) ? 9'b100110000 :
					(x == 8'b00101000) ? 9'b101000000 :
					(x == 8'b00100000) ? 9'b011100000 :
					(x == 8'b00100101) ? 9'b011110000 :
					(x == 8'b00101010) ? 9'b100000000 :
					(x == 8'b00101011) ? 9'b100010000 :
					(x == 8'b00100001) ? 9'b101010000 :
					(x == 8'b00101110) ? 9'b101100000 :
					(x == 8'b00101111) ? 9'b101110000 :
					(x == 8'b01100000) ? 9'b000011010 :
					{13{x}};
endmodule
```
`flow/run.sh`:
```
#!/bin/bash
# OpenROAD 26Q1-2900-gdf79404cd8, Yosys 0.63+post, stock flow scripts
make -C /OpenROAD-flow-scripts/flow DESIGN_CONFIG=/design/flow/config.mk WORK_HOME=/design/flow/orfs finish
```
`flow/config.mk`:
```
export PLATFORM = sky130hd
export DESIGN_NAME = Controller
export DESIGN_NICKNAME = Controller
export VERILOG_FILES = /design/flow/design.v
export SDC_FILE = /design/flow/constraint.sdc
export NUM_CORES = 4
export LEC_CHECK = 1
export CORE_AREA = 10 10 87 87
export DIE_AREA = 0 0 97 97
```
`flow/constraint.sdc`:
```
current_design Controller

set clk_period 6.3
set clk_io_pct 0.2

create_clock -name clk0 -period $clk_period

set non_clock_inputs [all_inputs -no_clocks]
set_input_delay [expr $clk_period * $clk_io_pct] -clock clk0 $non_clock_inputs
set_output_delay [expr $clk_period * $clk_io_pct] -clock clk0 [all_outputs]
```
==> run_results.csv <==
group,metric,value,unit
cells_and_area,ff_count,0,
placed_design,io_buffer_count,57,
synthesis,yosys_warnings,0,
floorplanning,core,5642,sq um
synthesis,yosys.area.top_type_share,0.1515,
synthesis,ys_cells,197,
worst_setup_path,worst-endpoint-required,5040,ps
worst_setup_path,critPathLaunch,"in[26]",
detailed_routing,drtIter0Drc,179,
clock_network,cts_setup_buffers,0,
global_route,antenna_found_initial,0,
power_and_ir_drop,p_sw_frac,0.4404,
cells_and_area,nClkBuffers,0,
outcome,status,"completed",
global_route,grt_max_degree,24,
worst_setup_path,crit_path_frequent_cell,"clkdlybuf4s50_1",
synthesis,largest_area_cell,"buf_4",
synthesis,synth.avg_cell_area,6.288,sq um
sta,hold_viol_final,0,
power_and_ir_drop,leakagePower,0.5515,nW
global_route,grt_pass1_vias,1324,
sta,fmax,187.9,MHz
cells_and_area,layout_top_cells,"clkdlybuf4s50_1 (57), nand2_1 (29), o21ai_0 (13), a21oi_1 (10), nor2b_1 (9)",
placed_design,gp_congestion,0.9387,
sta,finalClockPeriodUsage,0.8449,
detailed_routing,via_per_inst,5.243,
floorplanning,initCoreUtil,0.2196,
detailed_routing,ant_nets,0,
detailed_routing,diodes,0,
synthesis,postSynthCellCount,197,
worst_hold_path,hold_start,"in[0]",
sta,rsz0062_at_grt,"no",
worst_setup_path,critPathMaxStageDelay,970,ps
synthesis,ys_seq_frac,0,
cells_and_area,fin_cells,284,
synthesis,yosys.stat.chipArea,1239,sq um
global_route,grt_pass1_wl,7010,um
run,max-cap-violations,0,
cells_and_area,fill_cells,603,
worst_setup_path,worstSetupPathType,"input pin to output port",
floorplanning,die_w,97,um
sta,drv_slew,0,
run,tool_warnings,32,
cells_and_area,final_layout_size_suffix_gt1_frac,0.05189,
power_and_ir_drop,switching_power,0.04623,mW
worst_setup_path,slowest_stage,"clkdlybuf4s50_1",
power_and_ir_drop,power_density,63.56,nW/um^2
worst_setup_path,cp_max_fo,23,
power_and_ir_drop,intPower,0.05874,mW
synthesis,ys_types,52,
cells_and_area,logic_area,949.7,sq um
worst_setup_path,arrival,4060,ps
sta,min_period,5323,ps
detailed_routing,drt-pass1-iter-count,4,
sta,slew_headroom,0.4436,
cells_and_area,layout_top_cell,"clkdlybuf4s50_1",
floorplanning,dieArea,9409,sq um
worst_setup_path,end_kind,"output port",
worst_setup_path,crit_buf_inv,3,
floorplanning,fp-row-count,27,
clock_network,cts_hold_buf,0,
sta,worst_slew_pin_slew,832.8,ps
synthesis,netlist_area,1239,sq um
synthesis,area_leaders,"buf_4 (15%), nand2_1 (8.8%), o21ai_0 (5.3%), xnor2_1 (4.9%), nor2b_1 (4.5%)",
detailed_routing,wirelength,4374,um
cells_and_area,synthToLayoutAreaGrowth,33.33,%
sta,setup_viol,0,
global_route,overflow,0,
worst_setup_path,path_cells,"clkdlybuf4s50_1, inv_1, a21oi_1, o221ai_1, o32a_1, a31oi_1, clkdlybuf4s50_1",
placed_design,dp_cells,284,
worst_setup_path,cp_top_family,"buffers and inverters",
worst_setup_path,start_kind,"input pin",
power_and_ir_drop,peakVddDrop,0.02259,mV
detailed_routing,drc_errors,0,
detailed_routing,drt-wirelength-per-cell,15.40,um
clock_network,cts_resized,0,
cells_and_area,flop_area,0,sq um
floorplanning,fp.dieH,97,um
floorplanning,ios,81,
power_and_ir_drop,pwr-share-comb,1.000,
worst_hold_path,hp-class,"input pin to output port",
sta,finalSetupTns,0,ps
power_and_ir_drop,clkPwrFrac,0,
power_and_ir_drop,seqPwrFrac,0,
global_route,grt.total_usage,0.08473,
placed_design,dp_hpwl,3300,um
detailed_routing,vias,1489,
cell families (layout without fill, tap and decap cells):
family,after synthesis,after routing,share of synthesized area
and+or+nand+nor,78,78,0.3444
AOI/OAI and AO/OA,58,58,0.3142
buffers and inverters,48,63,0.2333
xor gates and xnor gates,8,8,0.06768
muxes,5,5,0.04041
cell usage after synthesis (all sizes together), types with 2 or more instances:
cell,number
nor3b,4
a21boi,3
a22o,2
or4b,2
nor2b,9
and3,3
xnor2,7
a221oi,3
nor3,6
nor4,2
clkbuf,12
o221ai,2
o22ai,4
a31oi,6
o21ai,13
o211ai,2
a21oi,10
nand2,29
nand3,3
mux2i,5
buf,35
nor4b,2
nand2b,2
nor2,7
and2,2
nand4,3
power groups by stage:
stage / Combinational, mW / Sequential [mW] / Clock (mW)
finish: 0.105 / 0 / 0
global route: 0.116 / 0 / 0
CTS: 0.105 / 0 / 0
final cells by class:
type,count,share of cell area
inverters,1,0.002273
repair buffers,62,0.3682
well taps,72,0.05455
multi-input cells,149,0.5750
worst paths after layout:
path	depth (start not counted)	slack, ps	end
max	7	980	alu_mux
min	0	2520	imm[0]
layer usage:
metal  routed length [um]  global-route usage  up-vias  share of wire
li1                     -                   -      724              -
met1                 1853              0.1132      676           0.42
met2                 2074              0.1452       81           0.47
met3                  406             0.01576        8          0.093
met4                   39            0.001127        0         0.0089
met5                    0                   0        -              0
stage by stage:
step                setup slack, ps  power, mW  cell area [sq um]  hold WS, ps    util
floorplan                      2472    0.06106               1239         2572       -
global placement               1021     0.1058               1652         2520  0.2927
detailed placement             1007     0.1047               1652         2520  0.2927
CTS                            1009     0.1055               1652         2520  0.2927
global route                  777.5     0.1157               1652         2520  0.2927
finish                        977.0     0.1050               1652         2520  0.2927
Power and IR drop assume default switching activity.
